[/design/flow/run.sh]
#!/bin/bash
# OpenROAD 26Q1-2900-gdf79404cd8, Yosys 0.63+post, stock flow scripts
make -C /OpenROAD-flow-scripts/flow DESIGN_CONFIG=/design/flow/config.mk WORK_HOME=/design/flow/orfs finish
[/design/flow/config.mk]
export PLATFORM = sky130hd
export DESIGN_NAME = StepperController
export DESIGN_NICKNAME = StepperController
export VERILOG_FILES = /design/flow/design.v
export SDC_FILE = /design/flow/constraint.sdc
export NUM_CORES = 4
export LEC_CHECK = 1
export CORE_UTILIZATION = 40
[/design/flow/constraint.sdc]
current_design StepperController

set clk_period 9.4
set clk_io_pct 0.2

create_clock -name clk0 -period $clk_period [get_ports {PCLK}]

set non_clock_inputs [all_inputs -no_clocks]
set_input_delay [expr $clk_period * $clk_io_pct] -clock clk0 $non_clock_inputs
set_output_delay [expr $clk_period * $clk_io_pct] -clock clk0 [all_outputs]
[/design/flow/design.v]
module StepperController(PCLK, PRESERN, PSEL, PENABLE, PWRITE, PREADY, PSLVERR,
    PADDR, PWDATA, PRDATA,
    lsw0, lsw1, black, red, green, blue
);
    input PCLK, PRESERN, PSEL, PENABLE, PWRITE;
    output wire PREADY, PSLVERR;
    input [31:0] PADDR, PWDATA;
    output reg [31:0] PRDATA;
    input lsw0, lsw1; 
    output black, red, green, blue;
    reg dir;
    reg [2:0] sync_lsw0, sync_lsw1;
    reg [3:0] state, next_state;
    reg [31:0] steps_from_origin, cycle_counter;
    wire lsw_db0, lsw_db1;
    localparam s0 = 4'b1100, s1 = 4'b0110, s2 = 4'b0011, s3 = 4'b1001;
    assign {black, red, green, blue } = state;
    assign PREADY = 1;  
    assign PSLVERR = 0;  
    MDB db0(PCLK, lsw0, lsw_db0);
    MDB db1(PCLK, lsw1, lsw_db1);
    always @ (posedge PCLK)
        PRDATA <= steps_from_origin;
    always @ (posedge PCLK)
    begin
        sync_lsw0 <= {sync_lsw0[1], sync_lsw0[0], lsw_db0};
        sync_lsw1 <= {sync_lsw1[1], sync_lsw1[0], lsw_db1};
        if (~PRESERN)
        begin
            dir <= 1;
            cycle_counter <= 1;
            state <= s0;
            steps_from_origin <= 32'd4900;
        end
        else
        begin
            if ((sync_lsw0[1] & ~sync_lsw0[2]) ^ (sync_lsw1[1] & ~sync_lsw1[2]))
            begin
                if (sync_lsw0[1])
                begin
                    steps_from_origin[31:0] <= 32'd0;
                    dir <= 1;
                end
                if (sync_lsw1[1])
                begin
                    steps_from_origin[31:0] <= 32'd4900;
                    dir <= 0;
                end
            end
            else if (cycle_counter >= 32'd500000)
            begin
                cycle_counter <= 1;
                state <= next_state;
                if (dir)
                    steps_from_origin <= steps_from_origin + 1;
                else
                    steps_from_origin <= steps_from_origin - 1;
            end
            else
                cycle_counter <= cycle_counter + 1;
        end
    end
    always @ (state, dir)
    begin
        case(state)
        s0:
        begin
            if (~dir)
                next_state <= s1;
            else
                next_state <= s3;
        end
        s1:
        begin
            if (~dir)
                next_state <= s2;
            else
                next_state <= s0;
        end
        s2:
        begin
            if (~dir)
                next_state <= s3;
            else
                next_state <= s1;
        end
        s3:
        begin
            if (~dir)
                next_state <= s0;
            else
                next_state <= s2;
        end
        default:
            next_state <= s0;
        endcase    
    end
endmodule
module MDB(clk, raw, debounced);
    input raw, clk;
    output reg debounced;
    reg [15:0] count;  
    reg [1:0] sync;  
    always @ (posedge clk)
        sync <= {sync[0], raw};
    wire idle = (debounced == sync[1]); 
    wire count_is_maxed = &count;
    always @ (posedge clk)
    begin
        if (idle)
            count <= 16'd0;
        else
        begin
            count <= count + 16'd1;
            if (count_is_maxed)
                debounced <= ~debounced;
        end
    end
endmodule
==> out/highlights.md <==
- status: completed
- CP Max Fanout: 31
- DRC Markers: 0
- master cell of the clock root buffer: sky130_fd_sc_hd__clkbuf_16
- global-route wire length before repair: 22.4 mm
- worst slack after detailed placement: 5580 ps
- number of antenna-violating nets in the routed design: 0
- unrepaired setup endpoints after global routing: no
- post-synthesis instance total: 754
- cell type contributing the most total cell area after synthesis: sky130_fd_sc_hd__dfxtp_1
- Seq/Total Area, Yosys: 0.444
- Power per Cell Area: 172 mW/mm2
- final design utilization: 0.490
- peak ir drop on the vdd network: 0.141 mV
- post-synth tally of flip-flops with integrated enable: 2
- number of buffers created by CTS: 17
- maximum level of the CTS H-tree: 4
- Max Fclk: 279 MHz
- first-iteration detailed-routing DRC count: 296
- Top cell excl fill/tap: sky130_fd_sc_hd__dfxtp_1
- synthesis-to-finish area growth: 18.7%
- Tightest Pin Transition: 716 ps
- share of cells above drive strength 1: 0.0683
- # resized after CTS: 0
- vertical die dimension: 130 um
- antenna diode count: 0
- Die Width: 130 um
- post-synth cell types: 65
- WL final: 13.1 mm
- total of fill cells in the finished design: 1428
- length of the first detailed-routing pass in iterations: 5
- post-layout instance area: 0.00781 mm2
- GRT overflow: 0
- data arrival at the endpoint of the critical path: 3930 ps
- cell area after placement: 0.00718 mm2
- DR vias/cell: 5.13
- summed negative setup slack over all endpoints: 0 ps
- sort of element at the end of the critical path: flop
- post-synth design cell area: 0.00658 mm2
- pin count of the biggest net entering global routing: 32
- overall via count from detail_route: 5237
- half-perimeter wire length after placement: 8.73 mm
- total number of placement rows: 46
- Die Footprint: 0.0170 mm2
- maximum clock skew at final layout: 11.0 ps
- via count of the first global-routing pass: 4778
- fraction of registers with async set or reset after synthesis: 0
- Main synth FF type: sky130_fd_sc_hd__dfxtp_1
- hold crit path type: reg2reg
- Worst path slowest cell: sky130_fd_sc_hd__dfxtp_1
- Post CTS Setup Buffer Count: 0
- highest-count cells in the layout ignoring fill and taps: sky130_fd_sc_hd__dfxtp_1 (143), sky130_fd_sc_hd__nor2_1 (105), sky130_fd_sc_hd__nand2_1 (78)
- latest clock arrival within the worst-skew pair: 420 ps
- Leak: 3.07 nW
- yosys-reported design area after synthesis: 0.00658 mm2
- largest stage delay on the critical path: 530 ps
- initial standard-cell utilization of the core: 0.413
- total count of hold-check failures in the final report: 0
- number of antenna violations at the first check in global routing: 0
- Main area contributors: sky130_fd_sc_hd__dfxtp_1 (44%), sky130_fd_sc_hd__ha_1 (6.5%), sky130_fd_sc_hd__nor2_1 (6.0%), sky130_fd_sc_hd__xor2_1 (5.5%), sky130_fd_sc_hd__xnor2_1 (4.7%)
- Total GRT Usage: 0.167
- post-cts hold buffer count: 0
- count of instantiated cells in the yosys netlist: 754
- Critical Path RT: 9740 ps
- clock tree buffer depth: 2
- Period minus WS final: 3590 ps
- syn avg cell area: 8.73 um2
- I/O pin cnt: 109
- clk sinks: 145
- Tool Warnings: 94
- total number of yosys warnings: 2
- Tcrit/Tclk final: 0.382
- clock tree from TritonCTS: built
- number of synthesized register bits: 145
- max-slew violation total from the final report: 0
- worst-case headroom to the max-slew limit: 0.519
- total of max-cap violations: 0
- Setup Viol. Count Final: 0
- Cell Chain, Critical Path: inv_1, buf_4, fa_1, a21oi_2, o21ai_2, a211oi_2, nor2_1, a221o_1, a221o_2, nand4_1, mux2_1, o22ai_1
- class of the most critical setup path: reg2reg
- clock transition at the registers of the reported paths: 60 ps
- final worst hold slack: 326 ps
- Wirelength per Cell: 12.8 um
- CP startpoint kind: flop
- Routability Congestion: 0.934
- port bufs: 39
- worst-case setup margin in the final layout: 5810 ps
- area inside the core boundary: 0.0159 mm2
- fraction of synthesized cell area taken by the top area cell type: 0.435
area by class of cell:
class | count | area, um2 | share of cell area
multi-input cells | 560 | 3460 | 0.443
clock inverters | 12 | 153 | 0.0195
repair buffers | 46 | 443 | 0.0567
inverters | 22 | 82.6 | 0.0106
flip-flops and latches | 145 | 2920 | 0.374
clock buffers | 20 | 478 | 0.0612
well taps | 216 | 270 | 0.0346
final timing paths:
path	from	end	slack [ps]	depth (start not counted)
max	dir	steps_from_origin[26]	5810	12
min	db1.sync[0]	db1.sync[1]	330	0
max reg2reg	dir	steps_from_origin[26]	5810	12
min reg2reg	db1.sync[0]	db1.sync[1]	330	0
routing by layer:
metal | vias to the layer above | track usage | share of wire
met1 | 2420 | 0.261 | 0.52
li1 | 2711 | - | -
met5 | - | 0 | 0
met3 | 10 | 0.0347 | 0.044
met4 | 0 | 0.0212 | 0.013
met2 | 96 | 0.250 | 0.43
sequential cells by signal, indices dropped and copies added (netlist names):
register	cells
PRDATA	32
steps_from_origin	32
sync_lsw1	3
dir	1
db0.sync	2
db0.count	16
db0.debounced	1
sync_lsw0	3
db1.debounced	1
db1.count	16
state	4
db1.sync	2
cycle_counter	32
synth_stat cells (all sizes together) (2+ instances only):
| library cell | instances |
|---|---|
| nor4 | 4 |
| a31oi | 9 |
| edfxtp | 2 |
| dfxtp | 143 |
| or4 | 3 |
| o31ai | 3 |
| conb | 2 |
| ha | 34 |
| o22ai | 5 |
| nor2b | 6 |
| o21a | 3 |
| a22o | 2 |
| xnor2 | 35 |
| a21oi | 63 |
| and2 | 3 |
| a211oi | 8 |
| nor3b | 2 |
| nand3 | 26 |
| o21bai | 7 |
| and4 | 5 |
| o21ai | 31 |
| a21o | 16 |
| xor2 | 41 |
| nor3 | 11 |
| inv | 22 |
| nand2 | 78 |
| a221o | 2 |
| a41oi | 3 |
| nand2b | 3 |
| and3 | 11 |
| nand4 | 16 |
| a21boi | 3 |
| nor2 | 106 |
| buf | 4 |
| clkbuf | 23 |
| or3 | 3 |
stage by stage:
step	power [mW]	instances
global placement	0.655	989
CTS	1.36	1021
global route	1.39	1021
finish	1.35	1021
detailed placement	0.656	989
floorplan	0.650	754
worst max-delay path: cells and delay by family (launching register included):
kind | cells | cell delay (ps)
buffers and inverters | 2 | 330
adders and majority gates | 1 | 520
muxes | 1 | 320
and+or+nand+nor | 2 | 250
AOI/OAI and AO/OA | 6 | 1550
DFF | 1 | 530
cell families (layout without fill, tap and decap cells):
group           Yosys count  after routing  share of synthesized area
other cells               2              2                    0.00114
xor+xnor                 76             76                      0.101
fa+ha+maj                35             35                     0.0677
simple gates            281            281                      0.196
flops                   145            145                      0.444
mux                       1              1                    0.00171
buf+inv                  49            100                     0.0304
compound gates          165            165                      0.157
report_power, final:
| part | leakage, nW | switching, mW | internal (mW) |
|---|---|---|---|
| sequential | 1.18 | 0.00369 | 0.621 |
| combinational | 1.58 | 0.0116 | 0.00695 |
| clock | 0.311 | 0.257 | 0.447 |
Power figures rest on the tool's default switching activity, not on a simulated workload.
