`flow/run.sh`:
```
#!/bin/bash
# OpenROAD 26Q1-2900-gdf79404cd8, Yosys 0.63+post, stock flow scripts
make -C /OpenROAD-flow-scripts/flow DESIGN_CONFIG=/design/flow/config.mk WORK_HOME=/design/flow/orfs finish
```
`flow/design.v`:
```
module clkdivider_vgaFlash(input PCLK, output wire newclk );
reg[25:0] counter;
always@(posedge PCLK)
begin
    counter <= counter + 1;
end
assign newclk = counter[25];
endmodule
```
`flow/config.mk`:
```
export PLATFORM = sky130hd
export DESIGN_NAME = clkdivider_vgaFlash
export DESIGN_NICKNAME = clkdivider_vgaFlash
export VERILOG_FILES = /design/flow/design.v
export SDC_FILE = /design/flow/constraint.sdc
export NUM_CORES = 4
export LEC_CHECK = 1
export CORE_AREA = 10 10 92 92
export DIE_AREA = 0 0 102 102
```
`flow/constraint.sdc`:
```
current_design clkdivider_vgaFlash

set clk_period 3.7
set clk_io_pct 0.2

create_clock -name clk0 -period $clk_period [get_ports {PCLK}]

set non_clock_inputs [all_inputs -no_clocks]
set_input_delay [expr $clk_period * $clk_io_pct] -clock clk0 $non_clock_inputs
set_output_delay [expr $clk_period * $clk_io_pct] -clock clk0 [all_outputs]
```
==> impl_metrics.tcl <==
# yosys + openroad results
set metrics [dict create \
    drtAntennaViolNets 0 \
    critPathKind "flip-flop to primary output" \
    period_used_pct 49.19 \
    core_util_floorplan_pct 15.69 \
    worstSetupStartpointType "flip-flop" \
    ys_types 19 \
    drt-initial-drc-count 19 \
    drt-total-wl_um 1370 \
    overflow 0 \
    r2r_start "counter[0]$_DFF_P_" \
    hp-class "flip-flop to flip-flop" \
    grt_antenna_before_repair 0 \
    cts_tree "done" \
    die_h_um 102 \
    synth_flops 26 \
    postSynthCellCount 96 \
    skew_ps 3.352 \
    chipArea_sq_um 10400 \
    core-area_sq_um 6459 \
    min-delay-start "counter[0]$_DFF_P_" \
    worstPathCellList "clkdlybuf4s50_1" \
    clockBufferDepth 2 \
    critPathCaptureType "primary output" \
    setup_violations 0 \
    ys_seq_share_pct 51.36 \
    yosys_cells 96 \
    grt_usage_pct 2.791 \
    slew_viol_final 0 \
    hold_viol_final 0 \
    post_drt_wl_per_cell_um 7.740 \
    cts_setup_buffers 0 \
    utilization_pct 18.37 \
    final_cell_mix "dfxtp_1 (26), xnor2_1 (17), nand2_1 (8)" \
    place_ws_ps 2103 \
    post_drt_via_cell_ratio 3.446 \
    worst_path_dominant_cell_family "buffers and inverters" \
    power.density_nw_per_um2 429.2 \
    rsz0062_at_grt "false" \
    grt_pass1_vias 591 \
    die_w_um 102 \
    dpl.hpwl_um 982.8 \
    whs_ps 405.0 \
    largest-register "counter" \
    synth_warnings 1 \
    vias 610 \
    num_io_pins 2 \
    cts-root-buf "clkbuf_8" \
    largest_reg_flops 26 \
    max_stage_delay_ps 470 \
    p_leak_nw 0.4086 \
    htreeDepth 1 \
    drcViolationCount 0 \
    crit_slowest_cell "clkdlybuf4s50_1" \
    syn2layout_area_growth_pct 17.04 \
    path_clk_slew_ps 90 \
    slew_headroom_pct 72.28 \
    holdBufCountCts 0 \
    layout_top_cell "dfxtp_1" \
    post-route-min-period_ps 1820 \
    tightest_slew_ps 412.6 \
    drive_gt1_share_pct 9.000 \
    antenna_cells 0 \
    tns_ps 0 \
    gp_congestion 0.7279 \
    cap_viol_max_count 0 \
    yosys_area_sq_um 1013 \
    vdd_drop_max_mv 0.1851 \
    row_count 29 \
    grt_pass1_wl_um 2525 \
    tool_warnings 25 \
    cts.sinks 26 \
    max_freq_mhz 549.4 \
    syn_avg_cell_area_sq_um 10.56 \
    reg_top3 "counter: 26 flops" \
    firstDrtPassIters 4 \
    insertion_delay_ps 260 \
    crit_arrival_ps 1080 \
    syn_area_sq_um 1013 \
    startpoint "counter[25]$_DFF_P_" \
    grt_max_degree 16 \
    crit_path_max_fanout 2 \
    cts_made_buffers 3 \
    cts_resized 0 \
    cp.buffers_inverters 1 \
    numPortBuffers 1 \
    finalWorstSetupSlack_ps 1880 \
    cp.required_ps 2960 \
    status "finished, final reports clean" \
]
## final timing paths
kind / to / slack [ps] / cells after the start
setup / recovery: newclk / 1880 / 1
setup reg to reg: counter[10]$_DFF_P_ / 2110 / 5
hold reg to reg: counter[0]$_DFF_P_ / 400 / 1
hold / removal: counter[0]$_DFF_P_ / 400 / 1
## metrics by stage
stage	instances	area, sq um	total power, mW
floorplan	96	1013	0.2861
global placement	173	1115	0.2861
detailed placement	173	1115	0.2861
CTS	177	1186	0.5166
global route	177	1186	0.5276
finish	177	1186	0.5091
## report_power, final
group / internal (mW) / switching [mW] / leakage, nW / total, mW
registers: 0.279 / 0 / 0.209 / 0.279
clock network: 0.145 / 0.0851 / 0.0357 / 0.230
logic: 0 / 0 / 0.164 / 0.000000164
total: 0.424 / 0.0851 / 0.409 / 0.509
## layout make-up
| cell class | instances | area [sq um] |
|---|---|---|
| fill | 701 | 5273 |
| sequential | 26 | 520.5 |
| multi-input combinational | 66 | 476.7 |
| tap | 77 | 96.34 |
| clock buffer | 3 | 41.29 |
| clock inverter | 1 | 30.03 |
| inverter | 3 | 11.26 |
| timing repair buffer | 1 | 10.01 |
## logic make-up (layout without fill, tap and decap cells)
group	count (synthesis)	count (layout)	synth area share, %
XOR/XNOR	24	24	20.74
AND/OR/NAND/NOR	41	41	25.06
adder cells (fa/ha/maj)	1	1	1.234
buffers and inverters	4	8	1.604
flip-flops	26	26	51.36
## layer usage
| metal | GRT usage (%) | up-vias | wire (um) |
|---|---|---|---|
| met5 | 0 | - | 0 |
| met4 | 0.4338 | 0 | 0 |
| met3 | 0.6817 | 0 | 39 |
| met2 | 4.296 | 3 | 608 |
| met1 | 3.958 | 275 | 722 |
| li1 | - | 332 | - |
## synthesized netlist by cell type
| cell | count | area [sq um] |
|---|---|---|
| nor3_1 | 3 | 15.01 |
| ha_1 | 1 | 12.51 |
| nor4b_2 | 1 | 15.01 |
| nand3b_1 | 1 | 7.510 |
| and3_1 | 3 | 18.77 |
| xor2_1 | 7 | 61.31 |
| nand3_1 | 7 | 35.03 |
| nor4_4 | 1 | 21.27 |
| xnor2_1 | 17 | 148.9 |
| buf_2 | 1 | 5.000 |
| nand4_1 | 7 | 43.79 |
| or2_2 | 2 | 12.51 |
| nand2_1 | 8 | 30.03 |
| and4_1 | 1 | 8.760 |
| and2_1 | 1 | 6.260 |
| inv_1 | 3 | 11.26 |
| nor2_1 | 5 | 18.77 |
| nand4_4 | 1 | 21.27 |
| dfxtp_1 | 26 | 520.5 |
Power figures rest on the tool's default switching activity, not on a simulated workload.
