[flow/design.v]
module pwmcontrol(
input PCLK,  
input PRESERN,  
input PSEL,  
input PENABLE,  
output wire PREADY,  
output wire PSLVERR,  
input PWRITE,  
input [31:0] PADDR,  
input wire [31:0] PWDATA,  
output reg [31:0] PRDATA,  
output reg pwm_register
);
assign PSLVERR = 0;
assign PREADY = 1;
reg [23:0] pwmvalue [29:0];  
reg [5:0] counter_24;
reg [5:0] counter_30;
reg [31:0] counter_reset;
reg [31:0] count;
wire neoInfo_write = PSEL & PWRITE & PENABLE & (PADDR[11:0] == 12'h010);
always @(posedge PCLK) 		 
begin
	if(!PRESERN)
        pwmvalue[0] <= 24'd0;
	else if(neoInfo_write)
    begin
		pwmvalue[PWDATA[31:24]] <= PWDATA[23:0];
    end
end
always @(posedge PCLK)
begin
    if(counter_30 == 30)
    begin
        counter_30 <= 0;
        counter_reset <= 1;
    end
    if(counter_reset == 0)
    begin
        if (count == 120)
        begin
            count <= 0;
            if(counter_24 == 0)
            begin
                counter_24 <= 23;
                counter_30 <= counter_30 + 1;
            end
            else
                counter_24 <= counter_24 - 1;
        end
        else
            count <= count + 1;
        if(pwmvalue[counter_30][counter_24] == 0)
        begin
            if (count <= 35)
                pwm_register <= 1;
            else
                pwm_register <= 0;
        end
        else if(pwmvalue[counter_30][counter_24] == 1)
        begin
            if (count <= 65)
                pwm_register <= 1;
            else
                pwm_register <= 0;
        end
    end
    else
    begin
        pwm_register <= 0;
        if(counter_reset >= 900000)
        begin    
            counter_reset <= 0;
            counter_30 <= 0;
            counter_24 <= 23;
            count <= 0;
        end
        else
            counter_reset <= counter_reset + 1;
    end
end
endmodule
[flow/run.sh]
#!/bin/bash
# OpenROAD 26Q1-2900-gdf79404cd8, Yosys 0.63+post, stock flow scripts
make -C /OpenROAD-flow-scripts/flow DESIGN_CONFIG=/design/flow/config.mk WORK_HOME=/design/flow/orfs finish
[flow/config.mk]
export PLATFORM = sky130hd
export DESIGN_NAME = pwmcontrol
export DESIGN_NICKNAME = pwmcontrol
export VERILOG_FILES = /design/flow/design.v
export SDC_FILE = /design/flow/constraint.sdc
export NUM_CORES = 4
export LEC_CHECK = 1
export CORE_UTILIZATION = 40
[flow/constraint.sdc]
current_design pwmcontrol

set clk_period 20.3
set clk_io_pct 0.2

create_clock -name clk0 -period $clk_period [get_ports {PCLK}]

set non_clock_inputs [all_inputs -no_clocks]
set_input_delay [expr $clk_period * $clk_io_pct] -clock clk0 $non_clock_inputs
set_output_delay [expr $clk_period * $clk_io_pct] -clock clk0 [all_outputs]
==> results.txt <==
Flow results.

- The worst register-to-register path begins at counter_30[0]$_DFF_P_.
- Counting I/O delays and the setup requirement, the final critical path takes 7.16 ns.
- After layout, the worst setup slack is 13.14 ns.
- The critical path arrival is 7.45 ns.
- The critical path endpoint category is a flop.
- The count of nets left with antenna violations once routing finished came out at 0.
- The number of standard cells reported by yosys is 1,765.
- The cell count of the worst hold path is 1.
- The timing-limited maximum frequency is 0.140 GHz.
- Cells with a size suffix above 1 make up 20.8% of the layout.
- The register-to-register setup slack is 15.49 ns.
- Dividing the detail-routed wire length by the instance count gives 25.8 um.
- Detailed routing placed a total of 11,600 um of wire on met3.
- Buffers placed on the I/O ports in this run total 46.
- The count of distinct cell types in the synthesized netlist is 76.
- Counting flops with a built-in enable in the synthesized netlist gives 790.
- The clock net sink count is 797.
- From bottom edge to top edge, the die measures 287 um.
- Per the final timing report, the hold violations number 0.
- Setup repair after global routing left no endpoint under its margin.
- The top cell type's share of synthesized area is 73.1%.
- The report lists the number of standard-cell rows as 104.
- The origin of the worst setup path is PADDR[5].
- The chip area estimate from yosys synthesis is 0.0325 sq mm.
- The net switching power in the latest report is 0.627 mW.
- The number of setup buffers added after CTS is 0.
- The count of placed standard cells in the final layout, fillers left out is 3,025.
- The hold buffer count at CTS is 0.
- Per the post-CTS timing run, clock transition at the registers of the reported paths is 0.06 ns.
- According to the timing report, the data required time at the worst endpoint equals 20.59 ns.
- The overall power is 3.30 mW.
- The final-report setup violation count is 0.
- The report puts the cell count of the worst reg-to-reg path at 10.
- The relative slew slack is 29.2%.
- The final design utilization is 46.2%.
- Looking at the clock tree report, the root buffer type is clkbuf_16.
- The routed design uses 36,900 um of met2 wire.
- Per report_power, the combinational group accounts for 0.7% of the total.
- Summed over all nets, the half-perimeter wirelength after detailed placement is 45,500 um.
- The via count of the first global-routing pass is 17,800.
- The maximum clock skew at final layout is 0.0421 ns.
- The placement-stage worst setup slack is 12.50 ns.
- In the routed layout, each cell is associated on average with a via count of 5.54.
- The number of antenna violations at the first check in global routing came to 0.
- Per the summary, power density relative to cell area is 88.9 mW/mm^2.
- Global routing used 21.1% of the available tracks.
- The H-tree was split into 3 levels.
- The number of gates resized after CTS was 0.
- The placeable core area is 0.0804 sq mm.
- Following the worst setup path forward leads to its endpoint at pwmvalue[11][16]$_DFFE_PP_.
- The pin count of the biggest net entering global routing is 88.
- The filler cells instantiated in the layout total 6,650.
- For this run, the register share of the synthesized area comes to 73.5%.
- The most common logic cells in the final layout are 790 x edfxtp_1, 137 x mux4_2, 92 x nor2_1, 84 x clkbuf_16.
- Global routing finished with a remaining overflow of 0.
- The highest net fanout along the worst path is 27.
- The flow ran to the end, and the final reports show no timing, DRC or antenna violations.
- The highest routed metal layer is met4.
- The placed instances occupy a cell area of 0.0345 sq mm.
- STA classifies the critical path startpoint as a primary input.
- The tally of OpenROAD warnings is 53.
- The critical register-to-register path endpoint is pwm_register$_SDFF_PN0_.
- The standby leakage power is 9.79 nW.
- Hold timing on the final database bottoms out at a slack of 0.500 ns.
- For reference, the most critical setup path is categorized as in -> reg.
- Before placement the cells fill 40.4% of the core.
- The post-synthesis register bit count is 797.
- The proportion of total power due to net switching is 19.0%.
- Per the skew report, the later register of the worst-skew pair sees a clock latency of 0.65 ns.
- Counting along the longest clock path gives a buffer depth of 3.
- At the end of routability-driven placement, the weighted congestion stood at 0.849.
- The count of warnings emitted by yosys is 33.
- A synthesized cell averages 18.4 sq um.
- The area of all placed cells without fillers is 0.0372 sq mm.
- Detailed routing inserted a total of 16,800 vias.
- The max-slew violation count is 0.
- In the routed design, unresolved DRC markers number 0.
- The fraction of power consumed by sequential logic is 54.0%.
- The synthesized area is 0.0325 sq mm.
- The peak ir drop on the vdd network is 76.4 uV.
- The number of placed instances, taps included, is 2,877.
- The clock tree from TritonCTS is yes.
- The synthesized instance count is 1,765.
- Of all cell types, the one taking the most synthesized area is edfxtp_1.
- The first global-routing pass estimated 115,000 um of wire.
- The number of iterations in the first detailed-routing pass is 7.
- The number of buffers created by CTS is 82.
- In the power breakdown, the internal column shows 2.68 mW.
- The final setup TNS is 0 ns.
- The most frequently used flop master after synthesis is edfxtp_1.
- The number of top-level pins is 104.
- The tool flagged a number of max-cap violations equal to 0.
- The floorplan die width is 287 um.
- In the per-layer summary, the met1 wirelength comes to 27,800 um.
- The die area is 0.0823 sq mm.
- The post-detailed-routing wire length is 77,900 um.
- The area growth from synthesis to layout is 14.5%.
- The transition time recorded at the tightest slew-check pin is 1.05 ns.
- The violation tally recorded at the end of detailed-routing iteration 0 is 1,112.
- The clock power share is 45.2%.
- Of the available clock period, the critical path in the final layout requires 35.3%.
- Leaving out fill and tap cells, the most frequent cell in the layout is edfxtp_1.
- The async set-reset flop share out of synthesis is 0%.
- In this run the worst hold path is classified as reg -> reg.
- After synthesis, the cell types taking the most area are edfxtp_1 73%, mux4_2 9.5%, mux2i_1 1.8%.
==> area by class of cell <==
cell class                 count  area, sq um  share of cell area (%)
antenna                        1         2.50                 0.00673
inverter                      22         82.6                   0.222
multi-input combinational    873         8120                    21.8
sequential                   797        23900                    64.2
tap                         1060         1330                    3.57
clock buffer                 101         2180                    5.85
timing repair buffer         125         1070                    2.87
clock inverter                46          519                    1.40
==> cell usage after synthesis, drive strengths merged, types with 12 or more instances <==
master    n
a21oi    22
a22oi    22
and2     33
and3     15
buf      92
clkbuf   25
edfxtp  790
inv      19
mux2     31
mux2i    59
mux4    144
nand2    78
nand3    40
nand4    15
nor2    123
nor3     14
nor4     18
o211ai   12
o21ai    27
o22ai    12
xnor2    22
xor2     29
==> kinds of logic (layout without fill, tap and decap cells) <==
logic type	after synthesis	in the layout	share of synthesized area, %
multiplexers	234	234	13.0
flip-flops	797	797	73.5
XOR/XNOR	51	51	1.38
buffers and inverters	139	294	2.74
AND-OR/OR-AND	154	154	3.30
adder cells (fa/ha/maj)	9	9	0.347
other	2	47	0.0231
AND/OR/NAND/NOR	379	379	5.73
==> how the worst min path moves through the flow <==
| stage | from | endpoint | slack (ns) |
|---|---|---|---|
| 6_report | counter_30[5]$_DFF_P_ | counter_30[5]$_DFF_P_ | 0.50 |
| 5_1_grt | counter_30[5]$_DFF_P_ | counter_30[5]$_DFF_P_ | 0.54 |
| 4_1_cts | counter_30[5]$_DFF_P_ | counter_30[5]$_DFF_P_ | 0.51 |
==> power groups by stage <==
stage	Combinational [mW]	Sequential, mW	Clock (mW)
4_1_cts	0.0235	1.79	1.52
6_report	0.0233	1.79	1.50
5_1_grt	0.0250	1.79	1.59
==> critical path, stage by stage <==
cell and delay (ns):
clkdlybuf4s50_1 0.40, nor4b_1 0.30, nand4_1 0.25, nor2_4 0.13, buf_4 0.42, nand3_1 0.71
nor2_4 0.69, buf_4 0.45
==> registers in the layout, indices dropped and copies added, names as in the netlist <==
| signal | flops |
|---|---|
| count | 32 |
| pwm_register | 1 |
| pwmvalue | 720 |
| counter_reset | 32 |
| counter_24 | 6 |
| counter_30 | 6 |
==> layer usage <==
metal  vias to the layer above  track usage (%)
met5                         -                0
met4                         0             4.16
met3                       117             14.0
met2                      1002             31.2
met1                      8342             27.7
li1                       7297                -
Power and IR drop assume default switching activity.
